==> design/flow/design.v <==
`timescale 1ns / 1ps
interface bus_if #(
    parameter unsigned ADDR_WIDTH = 16
);
  logic [ADDR_WIDTH-1:0] addr;   
  logic [           7:0] dout;   
  logic [           7:0] din;   
  logic                  we;   
  logic                  re;   
  modport master(output addr, dout, we, re, input din);
  modport slave(input addr, dout, we, re, output din);
endinterface
package boy_pkg;
endpackage
`timescale 1ns / 1ps
package alu_pkg;
  typedef struct packed {
    logic Z;   
    logic N;   
    logic H;   
    logic C;   
  } flags_t;
  typedef enum logic [4:0] {
    ADD = 5'b00000,
    ADC = 5'b00001,
    SUB = 5'b00010,
    SBC = 5'b00011,
    AND = 5'b00100,
    XOR = 5'b00101,
    OR = 5'b00110,
    CP = 5'b00111,
    RLC = 5'b01000,
    RRC = 5'b01001,
    RL = 5'b01010,
    RR = 5'b01011,
    SLA = 5'b01100,
    SRA = 5'b01101,
    SWAP = 5'b01110,
    SRL = 5'b01111,
    RLCA = 5'b10000,
    RRCA = 5'b10001,
    RLA = 5'b10010,
    RRA = 5'b10011,
    DAA = 5'b10100,
    CPL = 5'b10101,
    SCF = 5'b10110,
    CCF = 5'b10111,
    PASS = 5'b11000,
    SP_ADJ = 5'b11001,   
    BIT = 5'b11101,
    RES = 5'b11110,
    SET = 5'b11111
  } alu_op_t;
endpackage
package cpu_pkg;
  typedef enum logic [3:0] {
    B   = 4'b0000,
    C   = 4'b0001,
    D   = 4'b0010,
    E   = 4'b0011,
    H   = 4'b0100,
    L   = 4'b0101,
    Z   = 4'b0110,
    A   = 4'b0111,
    SPH = 4'b1000,
    SPL = 4'b1001,
    W   = 4'b1010,
    F   = 4'b1011,
    PCH = 4'b1100,
    PCL = 4'b1101
  } register_n_t;
  typedef enum logic [2:0] {
    BC = 3'b000,
    DE = 3'b001,
    HL = 3'b010,
    SP = 3'b011,
    PC = 3'b100,
    WZ = 3'b101,
    LDH_Z = 3'b110,   
    LDH_C = 3'b111   
  } register_nn_t;
  typedef enum logic [1:0] {
    IDU_INC,
    IDU_DEC,
    IDU_PASS,
    IDU_ADD_S8  
  } idu_op_t;
  typedef enum logic [2:0] {
    COPY_WZ_TO_BC = 3'b000,
    COPY_WZ_TO_DE = 3'b001,
    COPY_WZ_TO_HL = 3'b010,
    COPY_WZ_TO_SP = 3'b011,
    COPY_WZ_TO_AF = 3'b100,
    COPY_WZ_TO_PC = 3'b101
  } copy_wz_to_rr_op_t;
  typedef enum logic [2:0] {
    IDLE,
    IF,
    WRITE,
    READ,
    IF_CB
  } bus_opcode_t;
  typedef enum logic {
    DOUT_FROM_ALU_RES,
    DOUT_FROM_REG_FILE
  } data_out_ctrl_t;
  typedef enum logic [1:0] {
    ALU_SRC_A_A,
    ALU_SRC_A_REG,
    ALU_SRC_A_L,
    ALU_SRC_A_H
  } alu_src_a_select_t;
  typedef enum logic [1:0] {
    ALU_SRC_B_REG,
    ALU_SRC_B_ONE,
    ALU_SRC_B_RR_LOW   
  } alu_src_b_select_t;
  typedef struct packed {
    logic en;
    register_n_t reg_n;
  } rf_r_ctrl_t;
  typedef struct packed {
    logic en;
    register_nn_t reg_nn;
  } rf_rr_ctrl_t;
endpackage
`timescale 1ns / 1ps
import boy_pkg::*;
module dma (
    input logic clk,
    input logic rst,
    input logic we,
    input logic re,
    input logic [7:0] din,
    output reg [7:0] dout,
    output reg [7:0] dma_src_high,
    output reg dma_active
);
  reg start_dma;   
  always @(posedge clk) begin
    if (rst) begin
      start_dma  <= 1'b0;
      dma_active <= 1'b0;
    end else begin
      if (dma_active) begin   
        dout <= dout + 1;
        if (dout == 8'h9F) begin
          dma_active <= 1'b0;
          start_dma <= 1'b0;
          dout <= 0;
        end
      end else if (start_dma) begin   
        dout <= 8'h00;
        dma_active <= 1;
      end else if (we) begin   
        dma_src_high <= din;
        start_dma <= 1'b1;
      end
    end
  end
endmodule
==> design/flow/run.sh <==
#!/bin/bash
# OpenROAD 26Q1-2900-gdf79404cd8, Yosys 0.63+post, stock flow scripts
make -C /OpenROAD-flow-scripts/flow DESIGN_CONFIG=/design/flow/config.mk WORK_HOME=/design/flow/orfs finish
==> design/flow/config.mk <==
export PLATFORM = sky130hd
export DESIGN_NAME = dma
export DESIGN_NICKNAME = dma
export VERILOG_FILES = /design/flow/design.v
export SDC_FILE = /design/flow/constraint.sdc
export NUM_CORES = 4
export LEC_CHECK = 1
export CORE_AREA = 10 10 75 75
export DIE_AREA = 0 0 85 85
==> design/flow/constraint.sdc <==
current_design dma

set clk_period 1.6
set clk_io_pct 0.2

create_clock -name clk0 -period $clk_period [get_ports {clk}]

set non_clock_inputs [all_inputs -no_clocks]
set_input_delay [expr $clk_period * $clk_io_pct] -clock clk0 $non_clock_inputs
set_output_delay [expr $clk_period * $clk_io_pct] -clock clk0 [all_outputs]
==> qor.txt <==
Die H: 85 um
count leader, synth: edfxtp_1
CP top delay family: buffers and inverters
number of remaining DRC errors: 0
sum of buffers and inverters on the critical path: 1
Pwr Density: 860 nW/um^2
crit end category: output pin
Cell area leaders: edfxtp_1, dfxtp_1, nor2_1
R2R Setup Slk: 0.08 ns
Die W: 85 um
HP Start: start_dma
flip-flops with a built-in enable: 16
Crit-path slowest cell: clkdlybuf4s50_1
number of cells in Yosys stat: 54
first-pass GRT wire length: 2.79 mm
Largest stage delay, worst path: 0.51 ns
adder and majority gate portion of the synthesized area: 1.69%
largest net degree at the start of global routing: 11
worst vdd rail ir drop: 0.463 mV
synthesis area per yosys: 739 sq um
layout cells sized above 1: 15.1%
FP Util: 18.2%
outcome: finished clean
OpenROAD warning count: 26
ys async rst share: 0%
DP HPWL: 1.37 mm
CP Class: reg -> out
#FFs+latches synth: 18
average size of a mapped cell: 13.7 sq um
Port Buffers: 27
clock root buffer: clkbuf_8
distinct lib cells: 22
site row count: 23
reg2reg start: dout[0]
sequential element share of the synthesized area: 70.4%
Synth top area share: 65.0%
Synth Area in XOR/XNOR: 3.55%
max-cap violations: 0
Max Clk Rate: 654 MHz
total power: 0.00102 W
Num Clock Sinks: 18
ao+oa area frac: 10.5%
HP Class: reg -> reg
RR Endpoint: dout[6]
WP data arrival: 1.21 ns
TritonCTS Buffers: 3
chip area: 7230 sq um
Worst Path Required: 1.28 ns
Static Leak: 0.405 nW
Commonest cells post-synth: edfxtp_1, nor2_1, a21oi_1, inv_1, nand2_1
Yosys top cell by area: edfxtp_1
Post-Route WL: 1.74 mm
mux frac, synth: 0%
router iterations before antenna repair: 3
and+or+nand+nor area frac: 12.4%
boundary pin count: 29
total track usage: 4.73%
H-tree levels: 1
Setup violations, final: 0
WHS Path Cells: 2
CP startpoint kind: flip-flop
worst-path maximum fanout: 5
post-synthesis cell count: 54
post-DR vias/cell: 3.86
Post-Place Cells: 136
total number of vias: 552
minimum clock period: 1.53 ns
area grow syn2layout: 59.7%
diodes inserted: 0
Core Area: 4060 sq um
routed length per instance: 12.2 um
cells along the critical path: clkdlybuf4s50_1
Final Hold Slack: 0.495 ns
r2r worst-path depth: 5
final core utilization: 29.1%
global placement routability congestion: 0.724
grt total ovfl: 0
worst-margin pin slew: 0.388 ns
final hold violations: 0
Slew Viols, Final: 0
final std cells w/o fill: 143
YS warnings: 1
Initial DRC Count: 15
WP depth: 1
vias in the first global route: 550
initial antenna violation count: 0
clock slew at reported path FFs: 0.07 ns
WHS Endpoint: start_dma
Commonest flop: edfxtp_1
comb area leader: simple AND/OR/NAND/NOR gates
clk_skew: 0.00334 ns
number of routed nets with antenna violations: 0
Tcrit/Tclk final: 95.5%
Worst slew margin: 74.0%
TritonCTS clock tree: done
Clock Latency Late Sink: 0.25 ns
clock tree buffer depth: 2
synthesized area: 739 sq um
## sequential cells by signal, indices dropped and copies added, names as in the netlist
register      cells
dma_src_high      8
dout              8
dma_active        1
start_dma         1
## logic make-up after synthesis
group                      after synthesis
and+or+nand+nor                         18
DFF                                     18
AOI/OAI and AO/OA                       11
xor gates and xnor gates                 3
buffers and inverters                    3
adders and majority gates                1
## layer usage
layer / up-vias / wire (um) / GRT usage [%]
met5: - / 0 / 0
met4: 0 / 6 / 0.299
met3: 2 / 218 / 3.18
met2: 24 / 698 / 6.68
met1: 246 / 815 / 6.19
li1: 280 / - / -
## cell usage in the layout (no fill, tap or decap), drive strengths merged, types with 2 or more instances in the layout
master	instances
clkdlybuf4s50	27
edfxtp	16
buf	8
nor2	7
a21oi	4
inv	3
nand2	3
clkbuf	3
o31ai	3
o21ai	2
xor2	2
dfxtp	2
or3	2
nand3	2
## repair_timing
action,4_1_cts,5_1_grt
resized,0,1
setup buffers,0,3
endpoints found under the setup margin,0,3
hold buffers,0,0
## power breakdown
| part | internal, W | switching [W] | total [W] | leakage [nW] |
|---|---|---|---|---|
| combinational | 0.0000890 | 0.0000513 | 0.000140 | 0.215 |
| sequential | 0.000544 | 0.0000188 | 0.000563 | 0.167 |
| clock | 0.000170 | 0.000142 | 0.000313 | 0.0231 |
## how the worst max path moves through the flow
stage,start,slack [ns],to
CTS,dout[6],0.007,dout[6]
global route,dout[0],-0.02,dout[6]
finish,dout[3],0.07,dout[3]
## metrics by stage
step           setup WS (ns)  instance area, sq um  setup TNS (ns)
4_1_cts              0.00657                  1150               0
2_1_floorplan         0.0923                   739               0
6_report              0.0719                  1180               0
3_3_place_gp           0.104                  1110               0
5_1_grt              -0.0224                  1180         -0.0224
3_5_place_dp           0.103                  1110               0
## layout make-up
| class | count | area, sq um |
|---|---|---|
| Clock buffer | 3 | 41.3 |
| Clock inverter | 1 | 3.75 |
| Fill cell | 410 | 2880 |
| Inverter | 3 | 11.3 |
| Multi-Input combinational cell | 33 | 208 |
| Sequential cell | 18 | 520 |
| Tap cell | 50 | 62.6 |
| Timing Repair Buffer | 35 | 334 |
No activity file was given, so power comes from the tool's default toggle rates.
